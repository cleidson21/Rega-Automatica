[config.mk]
export PLATFORM = sky130hd
export DESIGN_NAME = decode_Contador
export DESIGN_NICKNAME = decode_Contador
export VERILOG_FILES = /design/flow/design.v
export SDC_FILE = /design/flow/constraint.sdc
export NUM_CORES = 4
export LEC_CHECK = 1
export CORE_AREA = 10 10 70 70
export DIE_AREA = 0 0 80 80
[constraint.sdc]
current_design decode_Contador

set clk_period 1.2
set clk_io_pct 0.2

create_clock -name clk0 -period $clk_period

set non_clock_inputs [all_inputs -no_clocks]
set_input_delay [expr $clk_period * $clk_io_pct] -clock clk0 $non_clock_inputs
set_output_delay [expr $clk_period * $clk_io_pct] -clock clk0 [all_outputs]
[design.v]
module decode_Contador(Er, C3, C2, C1, C0, SEG_A, SEG_B, SEG_C, SEG_D, SEG_E, SEG_F, SEG_G);
input Er, C3, C2, C1, C0;
output SEG_A, SEG_B, SEG_C, SEG_D, SEG_E, SEG_F, SEG_G;
wire C0n, C1n, C2n, C3n;
not Not0(C0n, C0);
not Not1(C1n, C1);
not Not2(C2n, C2);
not Not3(C3n, C3);
not Not4(Ern, Er);
wire SegA1, SegA2;
wire SegB1, SegB2;
wire SegC1;
wire SegD1;
wire SegE1;
wire SegF1, SegF2, SegF3;
wire SegG1, SegG2;
and And0(SegA1, C2,C1n,C0n);
and And1(SegA2, C3n, C2n, C1n, C0);
or Or0(SEG_A, Er, SegA1, SegA2);
and And2(SegB1, C2, C1n, C0);
and And11(SegB2, C2, C1, C0n);
or Or1(SEG_B, Er, SegB1, SegB2);
and And3(SEGC1, C2n, C1, C0n);
or Or6(SEG_C, Er, SEGC1);
and And4(SegD1, C2, C1, C0);
or Or2(SEG_D, Er, SegD1, SegA1, SegA2);
and And6(SegE1, C2, C1n);
or Or3(SEG_E, Er, SegE1, C0);
and And7(SegF1, C1, C0);
and And8(SegF2, C2n, C1);
and And9(SegF3, C3n, C2n, C0);
or Or4(SEG_F, Er, SegF1, SegF2, SegF3);
and And10(SegG1, C3n, C2n, C1n);
or Or5(SEG_G, Er, SegD1, SegG1);
endmodule 
[run.sh]
#!/bin/bash
# OpenROAD 26Q1-2900-gdf79404cd8, Yosys 0.63+post, stock flow scripts
make -C /OpenROAD-flow-scripts/flow DESIGN_CONFIG=/design/flow/config.mk WORK_HOME=/design/flow/orfs finish
==> reports/metrics.csv <==
metric,value,unit
Pwr Density,294,nW/um^2
global route overflow,0,
dpl hpwl,500,microns
CLK BUF,0,
met1 usage,0.0224,
Top Layout Cells,"8 x buf_2, 4 x buf_6, 2 x inv_1, 2 x buf_8, 2 x buf_4",
"Worst Path Class, Setup",in2out,
maximum number of pins on one net before global-route repair,7,
Final Cycle Share,1.10,
Crit path arrival time,1.08,ns
flop count,0,
first-pass GRT wire length,1.01,mm
"Seq/Total Area, Yosys",0,
routed wire length,667,microns
worst-path cell chain,buf_8 -> or4b_1 -> o311ai_1 -> buf_2,
met2 usage,0.0265,
Hold Fails Final Rpt,0,
Synthesis Warnings,2,
crit path launch type,input port,
mean number of vias per cell,2.56,
PortBufs,12,
run status,"finished, violations left",
CP max FO,3,
# DRC,0,
initial DRC count,0,
MUX share of area,0,
Post-CTS Hold Fix Bufs,0,
fmax,0.760,GHz
Slew @ Worst Pin,0.202,ns
GRT busiest layer,met2,
yosys cell count,19,
Switching Share,0.392,
data required time of the worst path,0.96,ns
unrepaired setup endpoints after global routing,yes,
Final ANT Viol Nets,0,
Tool Warnings,34,
Cells after Synth,19,
Top cell excl fill/tap,buf_2,
yosys xor share,0.0686,
dpl ws,-0.857,ns
crit end category,output pin,
combinational cell fraction of total power,1.000,
Routed wire per std cell,8.13,microns
Worst VDD drop,0.0000338,V
CP Launch Point,C1,
minimum clock period,1.32,ns
leakage power,0.143,nW
routing usage on met3,0.0136,
Ports,12,
Max-Cap Viols,0,
Yosys Chip Area,128,sq um
via count,210,
die footprint,6400,sq um
Unique cell types,16,
net switching power,0.0401,mW
initial antenna violation count,0,
share of layout cells above drive strength 1,0.667,
initial core utilization,0.0374,
Core ar.,3420,sq um
num rows,21,
final number of max-transition violations,0,
final count of negative-setup-slack endpoints,3,
vias in the first global route,205,
Clock Power Share,0,
Flop pwr share,0,
max incr delay on CP,0.51,ns
number of diodes,0,
failing checks,setup timing,
worst hold margin,0.834,ns
Reg area,0,sq um
total power,0.102,mW
Final Non-Filler Cells,82,
Total GRT Usage,0.0182,
Tightest Hold Check Type,in2out,
worst relative slew slack,0.863,
yosys adder share,0,
post-synthesis cell area,128,sq um
Pre-antenna DRT Iters,1,
final design utilization,0.102,
die height,80,microns
Main logic family,AND-OR/OR-AND gates,
"Simple Share, Synth",0.314,
Area Overhead vs Synth,173,%
area fraction in compound gates,0.441,
Placement Cell Area,317,sq um
Final Cell Area,348,sq um
final setup TNS,-0.234,ns
final worst slack,-0.116,ns
Min-Delay Startpoint,C2,
RePlAce Congestion,0.749,
placed insts,79,
"Avg Cell Area, Syn",6.72,sq um
CP max stage cell,or4b_1,
Cell Int Power,0.0622,mW
width of the die,80,microns
[timing repair]
action,CTS,global route
pin swaps,5,4
setup endpoints to repair,7,6
gates resized,51,6
setup buffers,3,1
[metal layers]
layer,vias to the layer above,wire [microns]
li1,105,-
met1,95,274
met2,10,263
met3,0,130
met4,0,0
met5,-,0
[synthesized netlist by cell type]
library cell | number | area share
inv_1 | 3 | 0.088
or3_1 | 1 | 0.049
a32oi_1 | 1 | 0.069
or4b_1 | 1 | 0.078
nor2_1 | 1 | 0.029
o211ai_1 | 1 | 0.059
buf_6 | 1 | 0.088
xnor2_1 | 1 | 0.069
a31o_2 | 1 | 0.069
nand2_1 | 2 | 0.059
o21bai_1 | 1 | 0.059
nand2b_1 | 1 | 0.049
o311ai_1 | 1 | 0.069
o21ai_0 | 1 | 0.039
a221o_1 | 1 | 0.078
nor2b_1 | 1 | 0.049
[final cells by class]
| type | instances | area (sq um) |
|---|---|---|
| Fill cell | 401 | 3070 |
| Multi-Input combinational cell | 15 | 135 |
| Tap cell | 46 | 57.6 |
| Timing Repair Buffer | 18 | 144 |
| Inverter | 3 | 11.3 |
[final timing paths]
check,endpoint,slack (ns),cells after the start
max,SEG_A,-0.12,4
min,SEG_A,0.83,4
[worst max-delay path, delay by kind of cell]
family	cells	cell delay, ns
buffers and inverters	2	0.24
AOI/OAI and AO/OA	1	0.09
and+or+nand+nor	1	0.51
[kinds of logic (layout without fill, tap and decap cells)]
kind of cell,after synthesis,in the layout
AND-OR/OR-AND,7,7
XOR/XNOR,1,1
buffers and inverters,4,21
AND/OR/NAND/NOR,7,7
[power by group through the flow]
stage                 clock network, mW  logic, mW  registers [mW]
after CTS                             0     0.0988               0
after global routing                  0      0.113               0
final                                 0      0.102               0
Power and IR drop assume default switching activity.
