==> flow/config.mk <==
export PLATFORM = sky130hd
export DESIGN_NAME = DivisorClock
export DESIGN_NICKNAME = DivisorClock
export VERILOG_FILES = /design/flow/design.v
export SDC_FILE = /design/flow/constraint.sdc
export NUM_CORES = 4
export LEC_CHECK = 1
export CORE_AREA = 10 10 73 73
export DIE_AREA = 0 0 83 83
==> flow/constraint.sdc <==
current_design DivisorClock

set clk_period 1.0
set clk_io_pct 0.2

create_clock -name clk0 -period $clk_period [get_ports {clock}]

set non_clock_inputs [all_inputs -no_clocks]
set_input_delay [expr $clk_period * $clk_io_pct] -clock clk0 $non_clock_inputs
set_output_delay [expr $clk_period * $clk_io_pct] -clock clk0 [all_outputs]
==> flow/design.v <==
module DivisorClock (clock, clock_Reduzido);
   input clock;
   output clock_Reduzido;
   wire [20:0] Q;
   fft div_2 (.T(1'b1),.clock(clock),.Q(Q[0]));
   fft div_4 (.T(1'b1),.clock(Q[0]),.Q(Q[1]));
   fft div_8 (.T(1'b1),.clock(Q[1]),.Q(Q[2]));
   fft div_16 (.T(1'b1),.clock(Q[2]),.Q(Q[3]));	
   fft div_32 (.T(1'b1),.clock(Q[3]),.Q(Q[4]));
   fft div_64 (.T(1'b1),.clock(Q[4]),.Q(Q[5]));
   fft div_128 (.T(1'b1),.clock(Q[5]),.Q(Q[6]));
   fft div_256 (.T(1'b1),.clock(Q[6]),.Q(Q[7]));
   fft div_512 (.T(1'b1),.clock(Q[7]),.Q(Q[8]));
   fft div_1024 (.T(1'b1),.clock(Q[8]),.Q(Q[9]));
   fft div_2048 (.T(1'b1),.clock(Q[9]),.Q(Q[10]));
   fft div_4096 (.T(1'b1),.clock(Q[10]),.Q(Q[11]));
   fft div_8192 (.T(1'b1),.clock(Q[11]),.Q(Q[12]));
   fft div_16384 (.T(1'b1),.clock(Q[12]),.Q(Q[13]));
   fft div_32768 (.T(1'b1),.clock(Q[13]),.Q(Q[14]));
   fft div_65536 (.T(1'b1),.clock(Q[14]),.Q(Q[15]));
   fft div_131072 (.T(1'b1),.clock(Q[15]),.Q(Q[16]));
   fft div_262144 (.T(1'b1),.clock(Q[16]),.Q(Q[17]));
   fft div_524288 (.T(1'b1),.clock(Q[17]),.Q(Q[18]));
   fft div_1048576 (.T(1'b1),.clock(Q[18]),.Q(Q[19]));
   fft div_2097152 (.T(1'b1),.clock(Q[19]),.Q(Q[20]));
   fft div_4194304 (.T(1'b1),.clock(Q[20]),.Q(clock_Reduzido));
endmodule 
module fft (T, clock, Q);
	input T;
   input clock;
   output reg Q;
   initial begin
       Q = 0;
   end
   always @(posedge clock) begin
      if (T) begin
			Q <= ~Q;
      end
   end
endmodule 
==> flow/run.sh <==
#!/bin/bash
# OpenROAD 26Q1-2900-gdf79404cd8, Yosys 0.63+post, stock flow scripts
make -C /OpenROAD-flow-scripts/flow DESIGN_CONFIG=/design/flow/config.mk WORK_HOME=/design/flow/orfs finish
==> qor.csv <==
metric,value,unit
dominant register cell,dfxtp_1,
# hold bufs at CTS,0,
Worst setup EP type,flop,
yosys cell count,44,
"FF+latch count, synth",22,
Clock power frac,0,
OpenROAD warning count,28,
Psw,0,µW
gr usage total,0.0114,
postcts setup bufs,0,
Max Clock Skew,0,ps
DP Wirelength,400,µm
Setup crit start kind,flop,
Die Ht,83,µm
initial antenna violation count,0,
pin count of the biggest net entering global routing,3,
pre-CTS setup slack,531,ps
Synth cell types,2,
max incr delay on CP,310,ps
largest fanout on the critical path,2,
leakage,0.185,nW
number of global-route vias before repair,186,
Area Growth Syn to Fin,13.4,%
post-synthesis instance total,44,
final setup TNS,0,ps
f_max,2160,MHz
register pins left without a clock,21,
Worst path top cell family by delay,flip-flops,
I/O Buffers,1,
internal power,40.7,µW
Worst EP arrival,350,ps
Comb pwr share,0,
Worst Hold Class,reg -> reg,
register clock-pin slew on the reported worst setup and hold paths,0,ps
wire per inst,4.26,µm
die footprint,6890,µm²
peak supply drop,0.157,mV
Ys Warns,1,
met1 WL,197,µm
Max Slew Vio Count,0,
top layer in use,met3,
first-pass GRT wire length,731,µm
drt first pass iters,2,
# rows,22,
Worst-Margin Slew,88.6,ps
sw frac,0,
flip-flops with a built-in enable,0,
Final Cycle Share,0.463,
sequential share of power,1.000,
crit path kind,reg -> reg,
RSZ-0062 raised after global routing,false,
PD cells,68.6,nW/µm²
drt drc,0,
top cell type's share of synthesized area,0.842,
floorplan core density,0.140,
top cells by count,"22 x dfxtp_1, 22 x inv_1",
status,"finished, final reports clean",
yosys stat area,523,µm²
Worst path slowest cell,dfxtp_1,
max cap viols,0,
layout cells sized above 1,0,
"top cells by area, synth","dfxtp_1 84%, inv_1 16%",
final setup vio count,0,
endpoints left unconstrained,22,
post-CTS resize count,0,
Slew HR,0.941,
"Seq/Total Area, Yosys",0.842,
DR WL met3,21,µm
clk latency of the worst-skew pair,0,ps
DRT antenna net count,0,
final worst slack,537,ps
Die Wd,83,µm
"Critical Path, Cell by Cell",inv_1,
met2 wire len,177,µm
GPL Wtd Cong,0.643,
total gr overflow,0,
logic area,0,µm²
number of logic gates,0,
n_diodes,0,
min Tclk post-route,463,ps
post-synthesis async set-or-reset flop share,0,
Post-Syn Area per Cell,11.9,µm²
CORE AREA,3740,µm²
cell taking the most area after synthesis,dfxtp_1,
final hold violations,0,
CP Buf/Inv Count,1,
vias per cell,2.24,
final wirelength,396,µm
Syn Std Cell Area,523,µm²
I/O pin cnt,2,
DRT iter0 DRCs,1,
Via Count,208,
CP required,890,ps
## layer usage
layer | global-route usage | vias up
met5 | 0 | -
met4 | 0 | 0
met3 | 0.00197 | 0
met2 | 0.0203 | 2
met1 | 0.0147 | 93
li1 | - | 113
## stage by stage
stage / cells / utilization / instance area, µm² / power [mW] / hold slack [ps]
final: 93 / 0.158 / 593 / 0.0407 / 369
after floorplan: 44 / - / 523 / 0.0407 / 350
after CTS: 93 / 0.158 / 593 / 0.0407 / 373
after detailed placement: 93 / 0.158 / 593 / 0.0407 / 374
after global placement: 93 / 0.158 / 593 / 0.0407 / 359
after global routing: 93 / 0.158 / 593 / 0.0407 / 382
## final timing paths
path	depth (start not counted)	from	end	slack, ps
setup / recovery	1	div_2.Q$_DFF_P_	div_2.Q$_DFF_P_	540
hold / removal	1	div_2.Q$_DFF_P_	div_2.Q$_DFF_P_	370
setup reg to reg	1	div_2.Q$_DFF_P_	div_2.Q$_DFF_P_	540
hold reg to reg	1	div_2.Q$_DFF_P_	div_2.Q$_DFF_P_	370
## cell families (layout without fill, tap and decap cells)
family	count (synthesis)	in the layout	synth area share
DFF	22	22	0.842
buffers and inverters	22	23	0.158
## cells in the final DEF, fill, tap and decap left out
| cell type | synthesis | final |
|---|---|---|
| inv_1 | 22 | 22 |
| dfxtp_1 | 22 | 22 |
| clkdlybuf4s50_1 | 0 | 1 |
## area by class of cell
type / instances / area (µm²)
Sequential cell: 22 / 440
Timing Repair Buffer: 1 / 10.0
Fill cell: 427 / 3150
Inverter: 22 / 82.6
Tap cell: 48 / 60.1
## power by group through the flow
stage / clock network (mW) / logic [mW] / registers (mW)
global route: 0 / 0.00000000770 / 0.0407
finish: 0 / 0.00000000770 / 0.0407
CTS: 0 / 0.00000000770 / 0.0407
Power figures rest on the tool's default switching activity, not on a simulated workload.
