$ cat design/flow/run.sh
#!/bin/bash
# OpenROAD 26Q1-2900-gdf79404cd8, Yosys 0.63+post, stock flow scripts
make -C /OpenROAD-flow-scripts/flow DESIGN_CONFIG=/design/flow/config.mk WORK_HOME=/design/flow/orfs finish
$ cat design/flow/config.mk
export PLATFORM = sky130hd
export DESIGN_NAME = Matriz_7x5
export DESIGN_NICKNAME = Matriz_7x5
export VERILOG_FILES = /design/flow/design.v
export SDC_FILE = /design/flow/constraint.sdc
export NUM_CORES = 4
export LEC_CHECK = 1
export CORE_AREA = 10 10 70 70
export DIE_AREA = 0 0 80 80
$ cat design/flow/constraint.sdc
current_design Matriz_7x5

set clk_period 2.2
set clk_io_pct 0.2

create_clock -name clk0 -period $clk_period

set non_clock_inputs [all_inputs -no_clocks]
set_input_delay [expr $clk_period * $clk_io_pct] -clock clk0 $non_clock_inputs
set_output_delay [expr $clk_period * $clk_io_pct] -clock clk0 [all_outputs]
$ cat design/flow/design.v
module Matriz_7x5 (img_sel, lin, col, Clock_Linhas, Critico, Baixo, Medio, Alto, Aspersao, Gotejamento);
	input [2:0] Clock_Linhas;					         
  	input img_sel;	 						         
	input Critico, Baixo, Medio, Alto, Aspersao, Gotejamento; 		 
	output [6:0] lin; 							 
	output [4:0] col; 							 
	wire Coluna_Bai, Coluna_Med, Coluna_Alt, Coluna_Asp, Coluna_Got;
	wire Not_Img_sel;
	not (Not_Img_sel, img_sel);
	demux_1x7 Linhas7 (
        .in(1'b0),
        .S(Clock_Linhas),
        .Out0(lin[0]),
        .Out1(lin[1]),
        .Out2(lin[2]),
        .Out3(lin[3]),
        .Out4(lin[4]),
        .Out5(lin[5]),
        .Out6(lin[6]),
    );
	and Imagem_Baixo (Coluna_Bai, Not_Img_sel, Baixo);
	and Imagem_Medio (Coluna_Med, Not_Img_sel, Medio);
	and Imagem_Alto (Coluna_Alt, Not_Img_sel, Alto);
	and Imagem_Aspersao (Coluna_Asp, img_sel, Aspersao);
	and Imagem_Gotejamento (Coluna_Got, img_sel, Gotejamento);
	decod_Colunas Colunas5 (.Critico(Critico), 
									.Baixo(Coluna_Bai), 
									.Medio(Coluna_Med), 
									.Alto(Coluna_Alt), 
									.Aspersao(Coluna_Asp), 
									.Gotejamento(Coluna_Got), 
									.S(Clock_Linhas), 
									.Out0(col[0]), 
									.Out1(col[1]), 
									.Out2(col[2]), 
									.Out3(col[3]), 
									.Out4(col[4])
	);
endmodule 
module decod_Colunas (Critico, Baixo, Medio, Alto, Aspersao, Gotejamento, S, Out0, Out1, Out2, Out3, Out4);
	input Critico, Baixo, Medio, Alto, Aspersao, Gotejamento;     
   input [2:0] S;      		 												  
	output Out0, Out1, Out2, Out3, Out4; 								  
	wire notS0, notS1;																		 
	wire Centro_Crit, Centro_Bai, Centro_Med;          							 
	wire And_S2_S0, And_S2_S1, And_S1_S0, And_nS1_nS0;								 
	wire And_S2_S1_S0, And_S2_nS1, And_S2_nS0;										 
	wire Aux_Baixo, Aux_Med;																 
	wire Aux_Asper1, Asper_0e4, Asper_1e3, Aux_Asper2, Asper_2; 				 
	wire Aux_Gotej1, Gotej_0e4, Gotej_1e3, Aux_Gotej2, Gotej_2;					 
    not (notS0, S[0]);
    not (notS1, S[1]);
	and and1 (And_S2_S0, S[2], S[0]);
	and and2 (And_S2_S1, S[2], S[1]);
	and and3 (And_S1_S0, S[1], S[0]);
	and and4 (And_nS1_nS0, notS1, notS0);
	and and5 (And_S2_S1_S0, S[2], S[1], S[0]);
	and and6 (And_S2_nS1, S[2], notS1);
	and and7 (And_S2_nS0, S[2], notS0);
	and Crit1 (Centro_Crit, S[2], S[1], S[0], Critico);
	or Aux1 (Aux_Baixo, And_S2_S0, And_S2_S1);
	and Baix1 (Centro_Bai, Aux_Baixo, Baixo);
	or Aux2 (Aux_Med, And_S1_S0, S[2]);
	and Medio1 (Centro_Med, Aux_Med, Medio);
	and Asper1 (Asper_0e4, Aspersao, S[1], S[0]);
	or Aux3 (Aux_Asper1, And_nS1_nS0, And_S2_S1_S0);
	and Asper2 (Asper_1e3, Aspersao, Aux_Asper1);
	or Aux4 (Aux_Asper2, S[1], And_S2_S0);
	and Asper3 (Asper_2, Aspersao, Aux_Asper2);
	and Gotej1 (Gotej_0e4, Gotejamento, S[2], notS1, S[0]);
	or Aux5 (Aux_Gotej1, And_S2_nS1, And_S2_nS0);
	and Gotej2 (Gotej_1e3, Gotejamento, Aux_Gotej1);
	or Aux6 (Aux_Gotej2, S[2], S[1]);
	and Gotej3 (Gotej_2, Gotejamento, Aux_Gotej2);
	or M1_C0 (Out0, Critico, Baixo, Medio, Alto, Asper_0e4, Gotej_0e4); 
	or M1_C1 (Out1, Centro_Crit, Centro_Bai, Centro_Med, Alto, Asper_1e3, Gotej_1e3);
	or M1_C2 (Out2, Centro_Crit, Centro_Bai, Centro_Med, Alto, Asper_2, Gotej_2);	
	or M1_C3 (Out3, Centro_Crit, Centro_Bai, Centro_Med, Alto, Asper_1e3, Gotej_1e3);	
	or M1_C4 (Out4, Critico, Baixo, Medio, Alto, Asper_0e4, Gotej_0e4); 
endmodule 
module demux_1x7 (in, S, Out0, Out1, Out2, Out3, Out4, Out5, Out6);
    input in;            
    input [2:0] S;       
    output Out0, Out1, Out2, Out3, Out4, Out5, Out6;   
    wire notS0, notS1, notS2;
    not (notS0, S[0]);
    not (notS1, S[1]);
    not (notS2, S[2]);
    or (Out0, in, S[2], S[1], notS0);        
    or (Out1, in, S[2], notS1, S[0]);        
    or (Out2, in, S[2], notS1, notS0);       
    or (Out3, in, notS2, S[1], S[0]);        
    or (Out4, in, notS2, S[1], notS0);       
    or (Out5, in, notS2, notS1, S[0]);      
    or (Out6, in, notS2, notS1, notS0);     
endmodule 
==> summary.txt <==
fresh numbers from the pnr run: via count 343, Setup Viol. Count Final 0, DR DRC count 0, WHS Path Cells 5, status complete, no violations, Crit-path slowest cell clkdlybuf4s50_1, relative slew slack 0.835, FF/Latch Area 0 um^2, row count 21, WP data arrival 1.65 ns, chip area 6400 um^2, post-synthesis cell count from yosys 43, distinct lib cells 23, DP Worst Slack -0.454 ns, CORE AREA 3420 um^2, Multiplexer share 0, GRT Residual Overflow 0, max-slew violations 0, HP Class input port to output pin, Ports 22, Complex Gates by Area 0.274, DR vias/cell 3.24, gp weighted congestion 0.686, post-route setup TNS 0 ns, P&R area growth vs syn 82.6%, share of layout cells above drive strength 1 0.350, crit-path cells clkdlybuf4s15_2, buf_4, or3b_1, clkdlybuf4s50_1, VDD IR-drop max 21.6 uV, Worst setup EP type output pin, Yosys Warn Count 0, die width 80 um, number of clock buffers in the layout 0, drt wl/cell 9.79 um, Worst-Margin Slew 0.247 ns, crit share post-route 0.952, drt first-iter violations 1, placed cells 106, Max stage delay on crit path 0.41 ns, minimum clock period 2.09 ns, Setup Buffers After CTS 0, Top non-seq family buffers and inverters, Tool Warnings 32, first-pass GRT wire length 1680 um, DIE HEIGHT 80 um, yosys adder share 0, initial antenna violation count 0, Seq share, synth 0, RSZ-0062 raised after global routing no, pwr dens 155 nW/um^2, n_diodes 0, Peak Freq 477 MHz, # fillers 400, Worst Setup Path Type input port to output pin, seq_cells 0, final wirelength 1040 um, Critical Path RT 1.76 ns, crit start category input port, Init Core Util 0.0883, worst hold endpoint col[2], antenna viol nets, final 0, Syn Inst Count 43, Final Non-Filler Cells 106, CP max FO 9, P_leak 0.000217 uW, post-synth design cell area 302 um^2, max-cap violations 0, Final Hold Viols 0, hpwl dp 876 um, post-route setup slack 0.105 ns, # hold bufs at CTS 0, WHS 1.53 ns, xor/xnor share 0, mean post-synth cell area 7.01 um^2, number of port buffers 22, pin count of the biggest net entering global routing 10, yosys stat area 302 um^2, simple share 0.324, gr usage total 0.0307, worst hold start Clock_Linhas[2], vias in the first global route 356, drt pass-1 iters 2
-- report_power, final --
group / leakage [uW] / internal, uW / switching [uW] / total, uW
clock: 0 / 0 / 0 / 0
sequential: 0 / 0 / 0 / 0
combinational: 0.000217 / 53.2 / 31.9 / 85.1
total: 0.000217 / 53.2 / 31.9 / 85.1
-- stage by stage --
stage | util | total power [uW] | area [um^2]
final | 0.161 | 85.1 | 551
after global routing | 0.161 | 95.0 | 551
after CTS | 0.161 | 86.6 | 549
after detailed placement | 0.158 | 91.5 | 541
after global placement | 0.158 | 91.6 | 541
after floorplan | - | 44.9 | 302
-- worst max-delay path by stage --
stage / startpoint / to / slack (ns) / cells past startpoint
after CTS: Clock_Linhas[2] / col[4] / 0.008 / 6
final: Clock_Linhas[0] / lin[1] / 0.11 / 4
after global routing: Clock_Linhas[1] / col[4] / 0.005 / 6
-- layout by cell type (no fill, tap or decap), types with 2 or more instances in the layout --
master	instances
nand3b_1	2
clkdlybuf4s15_2	2
o21a_1	2
inv_1	2
o21ai_1	2
nand3_1	2
buf_4	10
dlygate4sd2_1	9
nand2_1	3
or3b_1	2
clkdlybuf4s50_1	10
-- routing by layer --
metal  track usage  up-vias  routed length [um]
li1              -      180                   -
met1        0.0415      151                 444
met2        0.0498       12                 463
met3       0.00909        0                 130
met4             0        0                   0
met5             0        -                   0
-- critical path, delay by kind of cell --
family,cells,cell delay [ns]
buffers and inverters,3,0.85
AND/OR/NAND/NOR,1,0.37
-- layout make-up --
| class | instances | area, um^2 | share of cell area |
|---|---|---|---|
| Timing Repair Buffer | 32 | 282 | 0.511 |
| Multi-Input combinational cell | 26 | 204 | 0.370 |
| Inverter | 2 | 7.51 | 0.0136 |
| Tap cell | 46 | 57.6 | 0.105 |
-- cell families (layout without fill, tap and decap cells) --
group,after synthesis,in the layout
compound gates,11,11
buf+inv,17,34
simple gates,15,15
-- cell usage after synthesis, drive strengths merged --
master | number | area [um^2]
a311oi | 1 | 8.76
a31o | 1 | 8.76
a31oi | 1 | 6.26
and4 | 1 | 10.0
buf | 15 | 114
inv | 2 | 7.51
nand2 | 4 | 22.5
nand3 | 2 | 10.0
nand3b | 2 | 15.0
nor2 | 1 | 3.75
nor3 | 1 | 5.00
nor3b | 1 | 7.51
o211ai | 1 | 7.51
o21a | 2 | 15.0
o21ai | 2 | 10.0
o221ai | 1 | 8.76
o22a | 1 | 8.76
o311ai | 1 | 8.76
or2 | 1 | 6.26
or3b | 2 | 17.5
-- what timing repair did --
action / in CTS / in global routing
gates resized: 20 / 4
setup endpoints to repair: 12 / 2
pin swaps: 4 / 1
Power figures rest on the tool's default switching activity, not on a simulated workload.
